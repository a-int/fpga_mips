<file path="design.v">
module rf(
	input clk,
	input [4:0] raddr1,
	input [4:0] raddr2,
	input [4:0] waddr,
	input we,
	input [31:0] wdata,
	output [31:0] rdata1,
	output [31:0] rdata2
	);
	reg [31:0] regs[31:0];
	always @(posedge clk) begin
		if(we) begin
			regs[waddr] <= wdata;
		end
	end
	assign rdata1 = raddr1? regs[raddr1]:0;
	assign rdata2 = raddr2? regs[raddr2]:0;
endmodule
</file>
<file path="config.mk">
export PLATFORM = sky130hd
export DESIGN_NAME = rf
export DESIGN_NICKNAME = rf
export VERILOG_FILES = /design/flow/design.v
export SDC_FILE = /design/flow/constraint.sdc
export NUM_CORES = 4
export LEC_CHECK = 1
export CORE_UTILIZATION = 50
</file>
<file path="run.sh">
#!/bin/bash
# OpenROAD 26Q1-2900-gdf79404cd8, Yosys 0.63+post, stock flow scripts
make -C /OpenROAD-flow-scripts/flow DESIGN_CONFIG=/design/flow/config.mk WORK_HOME=/design/flow/orfs finish
</file>
<file path="constraint.sdc">
current_design rf

set clk_period 7.4
set clk_io_pct 0.2

create_clock -name clk0 -period $clk_period [get_ports {clk}]

set non_clock_inputs [all_inputs -no_clocks]
set_input_delay [expr $clk_period * $clk_io_pct] -clock clk0 $non_clock_inputs
set_output_delay [expr $clk_period * $clk_io_pct] -clock clk0 [all_outputs]
</file>
==> results.txt <==
status = finished, final reports clean
largest registers = regs x1024
Max Clock Freq = 153.0 MHz
post-synthesis instance area = 46,960 sq um
die span in x = 308.5 microns
WP data required = 5920 ps
initial antenna violation count = 5
Yosys reg bits = 1,024
worst-margin pin slew = 1038 ps
CTS Sinks = 1,024
Leakage = 17.24 nW
RSZ-0062 raised after global routing = no
crit path DAT = 5060 ps
most used flip-flop cell = edfxtp_1
post-DP HPWL = 90,260 microns
Post-synth ARST share = 0%
crit path cell chain = clkdlybuf4s50_1 -> or3_2 -> buf_4 -> o221ai_1 -> a211oi_1 -> nor3_1 -> buf_4 -> clkdlybuf4s50_1
vias in the first global route = 30,097
pin count of the biggest net entering global routing = 77
postcts setup bufs = 0
slowest stage delay, CP = 900 ps
std cell rows = 112
core area = 93,190 sq um
initial DRC count = 1,856
first-pass GRT wire length = 212,600 microns
Biggest register = regs
worst-case clock buffer depth = 3
Chip Area, Yosys = 46,960 sq um
layout cells sized above 1 = 29.52%
crit path max fanout = 22
Hold Slack = 1609 ps
Port Buffers = 112
Final Hold Violation Tally = 0
syn_area_per_cell = 19.57 sq um
Max Slew Vio Count = 0
yosys cell count = 2,400
setup TNS = 0 ps
DIE AREA = 95,150 sq um
max FFs per register = 1,024
EDFF count, synth = 1,024
relative slew slack = 30.65%
Clock transition at path regs = 60 ps
Post-Route WL = 150,000 microns
Register Area = 30,750 sq um
Die Y = 308.5 microns
Critical-path top delay cell = or3_2
crit-path leading delay family = buffers and inverters
HP Class = primary input to register
area share of the largest cell type after synthesis = 65.48%
post-route ant nets = 0
CTS Hold Buffers Added = 0
drt wl/cell = 38.45 microns
highest ir drop seen on vdd = 193.2 uV
DR vias = 26,919
grt total ovfl = 0
Power Density = 241.5 nW/um^2
fp util = 50.39%
Top cell excl fill/tap = edfxtp_1
DRC viols = 0
final core occ = 57.56%
crit path capture type = primary output
Clock H-tree levels = 3
clk root buf = clkbuf_16
post-CTS resize count = 0
top-level port count = 113
period utilization = 88.35%
CP startpoint kind = primary input
GPL Wtd Cong = 0.9139
cell type with the highest aggregate area in the netlist = edfxtp_1
critical path type = primary input to primary output
WP buf/inv = 4
Final setup viols = 0
Synth warnings = 1
comb. cell area = 15,400 sq um
Hold Startpoint = wdata[2]
Cell area leaders = edfxtp_1 65%, mux4_2 20%, mux2i_1 3.9%, a22o_1 1.2%, clkbuf_1 0.83%
cts bufs inserted = 108
Hold Crit Depth = 2
Log Warnings = 26
Unique cell types = 40
Syn-to-layout area delta = 14.23%
CTS tree = yes
gr usage total = 36.44%
Hold Path End = regs[7][2]
vias per cell = 6.901
Fillers = 6,724
commonest non-fill, non-tap cells in the layout = 1,024 x edfxtp_1, 425 x mux4_2, 183 x mux2i_1
min Tclk post-route = 6538 ps
drt pass-1 iters = 6
Synth Seq Share = 65.48%
Cells after Synth = 2,400
max cap viols = 0
final cells by class:
class,count,area share (%)
tap,1254,2.925
sequential,1024,57.32
clock buffer,128,5.258
inverter,25,0.1796
timing repair buffer,252,4.488
antenna,1,0.004665
clock inverter,67,1.103
multi-input combinational,1150,28.72
layer usage:
metal	up-vias	part of all wire (%)	routed length, microns	global-route usage, %
li1	10760	-	-	-
met1	13495	29	43550	42.26
met2	2281	44	66460	48.62
met3	369	22	33400	34.71
met4	14	4.0	5936	10.51
met5	-	0.43	640	5.581
synthesized netlist by cell type, types with 4 or more instances:
library cell  number
edfxtp_1        1024
mux4_2           425
mux2i_1          183
clkbuf_1         104
nand2_1           65
a22o_1            62
buf_2             58
o22ai_1           55
a211oi_1          47
a21oi_1           46
nor2_1            35
nor3_1            32
a2111oi_0         31
o221ai_1          31
inv_1             25
a211o_1           23
a221oi_1          23
buf_4             20
mux2_1            19
and2_1            13
buf_6             12
a32o_1             9
nor4_1             9
nor2b_1            8
buf_1              7
nand3b_1           7
mux2_2             5
nand3_1            4
per-stage QoR:
| stage | cell area (sq um) | worst slack [ps] | std cells | total power, mW |
|---|---|---|---|---|
| after global routing | 53640 | 631.2 | 3900 | 13.28 |
| after floorplan | 46960 | 2872 | 2400 | 7.217 |
| after CTS | 53640 | 903.6 | 3900 | 12.99 |
| after detailed placement | 50230 | 915.5 | 3705 | 7.779 |
| final | 53640 | 862.2 | 3901 | 12.96 |
| after global placement | 50230 | 966.7 | 3705 | 7.767 |
cells by family after synthesis:
family          Yosys count  synth area share [%]
mux                     632                 24.86
buf+inv                 226                 2.313
compound gates          331                 5.409
simple gates            187                 1.940
flops                  1024                 65.48
worst max-delay path by stage:
stage         slack, ps  depth (start not counted)      start         end
finish              860                          8  raddr2[3]  rdata2[12]
global route        630                          8  raddr2[3]  rdata2[12]
CTS                 900                          8  raddr2[3]  rdata2[12]
report_power, final:
group          switching, mW  total (mW)  internal, mW
combinational          0.690        1.19         0.503
sequential            0.0277        6.48          6.46
clock                   2.26        5.28          3.02
No activity file was given, so power comes from the tool's default toggle rates.
